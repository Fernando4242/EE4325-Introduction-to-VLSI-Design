==> design/flow/design.v <==
`timescale 1ns/1ns
module uart_rx (
clock         ,  
reset         ,  
rx_i          ,  
rx_data       ,  
rx_data_valid ,  
rx_error      ,  
);
input  clock;
input  reset;
input  rx_i;
output [7:0] rx_data;
output reg   rx_data_valid;
output reg   rx_error;
parameter IDLE = 2'b00, DATA = 2'b01, CHECK_STOP = 2'b10, ERROR = 2'b11;   
reg [1:0] state      ;  
reg [1:0] next_state ;  
reg [2:0] counter    ;  
reg [7:0] shift	     ;  
always @ (*) begin
  case(state)
    IDLE : if (rx_i == 1'b1) begin  
             next_state = IDLE;
           end else begin
             next_state = DATA;
           end
    DATA : if (counter < 7) begin	 
             next_state = DATA;
           end else begin
             next_state = CHECK_STOP;
           end
    CHECK_STOP : if (rx_i == 1'b1) begin
                   next_state = IDLE;
                 end else begin
                   next_state = ERROR;
                 end
    ERROR : if (rx_i == 1'b1) begin
	      next_state = IDLE;
            end else begin
	      next_state = ERROR;
            end
    default : next_state = IDLE;
  endcase
end
always @ (posedge clock) begin   
  if (reset == 1'b1) begin
    state <= #1 IDLE;
  end else begin
    state <= #1 next_state;
  end
end
always @ (posedge clock) begin   
  if (reset == 1'b1) begin
    counter       <= #1 1'b0;
    shift         <= #1 8'b0;
    rx_error      <= #1 1'b0;
    rx_data_valid <= #1 1'b0;
  end else begin
    case(state)
      IDLE : begin
               counter       <= #1 1'b0;
               shift         <= #1 shift;
	       rx_error      <= #1 1'b0;
               rx_data_valid <= #1 rx_data_valid;
             end
      DATA : begin
               counter       <= #1 counter + 1;	    
	       shift[7]      <= #1 rx_i;
               shift[6:0]    <= #1 shift[7:1];
               rx_error      <= #1 1'b0;
               rx_data_valid <= #1 1'b0;
             end
      CHECK_STOP : begin
                     counter  <= #1 1'b0;
		     shift    <= #1 shift;
                     rx_error <= #1 1'b0;
		     if (rx_i == 1'b1) begin
		       rx_data_valid <= #1 1'b1;
                     end else begin
		       rx_data_valid <= #1 1'b0;
		     end
                   end
      ERROR : begin
                counter       <= #1 1'b0;
		shift         <= #1 shift;
		rx_error      <= #1 1'b1;
                rx_data_valid <= #1 1'b0;
	      end
      default : begin
                  counter       <=  #1  1'b0;
		  shift         <=  #1  8'b0;
		  rx_error      <=  #1  1'b0;
		  rx_data_valid <= #1 1'b0;
                end
    endcase
  end
end
assign rx_data = shift;
endmodule  
==> design/flow/run.sh <==
#!/bin/bash
# OpenROAD 26Q1-2900-gdf79404cd8, Yosys 0.63+post, stock flow scripts
make -C /OpenROAD-flow-scripts/flow DESIGN_CONFIG=/design/flow/config.mk WORK_HOME=/design/flow/orfs finish
==> design/flow/config.mk <==
export PLATFORM = sky130hd
export DESIGN_NAME = uart_rx
export DESIGN_NICKNAME = uart_rx
export VERILOG_FILES = /design/flow/design.v
export SDC_FILE = /design/flow/constraint.sdc
export NUM_CORES = 4
export LEC_CHECK = 1
export CORE_AREA = 10 10 72 72
export DIE_AREA = 0 0 82 82
==> design/flow/constraint.sdc <==
current_design uart_rx

set clk_period 1.6
set clk_io_pct 0.2

create_clock -name clk0 -period $clk_period [get_ports {clock}]

set non_clock_inputs [all_inputs -no_clocks]
set_input_delay [expr $clk_period * $clk_io_pct] -clock clk0 $non_clock_inputs
set_output_delay [expr $clk_period * $clk_io_pct] -clock clk0 [all_outputs]
==> job_summary.md <==
### Yosys + OpenROAD results

| Metric | Value |
|---|---|
| Status | completed |
| H-tree depth | 1 |
| DR top layer | met4 |
| Clk root buf | clkbuf_8 |
| Die area | 0.00672 mm2 |
| Cell Area, Placed | 825 um2 |
| Share of layout cells above drive strength 1 | 11.1% |
| Routed wire per std cell | 9.43 um |
| Crit-path slowest cell | clkdlybuf4s50_1 |
| Max Root-Sink Buffers | 2 |
| Area leader, netlist | dfxtp_1 |
| FP Util | 17.2% |
| Critical Path RT | 1.28 ns |
| Synth top area share | 53.8% |
| Flip-flop and latch area | 340 um2 |
| Tool warnings | 25 |
| DP HPWL | 837 um |
| Max-slew violation count | 0 |
| Final core utilization | 23.6% |
| Met3 Routed Length | 108 um |
| CP max FO | 2 |
| Grt total ovfl | 0 |
| Die H | 82 um |
| Worst Setup End Kind | output pin |
| Slowest cell delay on critical path | 0.47 ns |
| Syn-to-layout area delta | 37.4% |
| CTS tree | built |
| Maximum clock rate | 728 MHz |
| Gpl congestion | 0.750 |
| Fillcell total | 401 |
| Ys flop type | dfxtp_1 |
| CP cell instances | clkdlybuf4s50_1 |
| Total track usage | 3.65% |
| Fin area | 870 um2 |
| # diodes | 0 |
| Max transition margin | 73.4% |
| Commonest cells in the netlist | dfxtp_1 (17), nand2b_1 (10), mux2i_1 (8) |
| Sw Ratio | 20.0% |
| Internal | 0.000645 W |
| DIE WIDTH | 82 um |
| Setup Viol. Count Final | 0 |
| Ys cells | 57 |
| Cycle use final | 85.8% |
| Starting DRT DRC Count | 2 |
| Leakage | 0.327 nW |
| Critical path launch point type | flop |
| Met2 WL | 517 um |
| Vias in the first global route | 432 |
| Worst Path Class, Setup | reg2out |
| Top Ports | 13 |
| Worst Skew | 0.000902 ns |
| Cell area leaders | dfxtp_1 (54%), mux2i_1 (13%), nand2b_1 (9.9%) |
| Synthesized cell area | 633 um2 |
| Post-CTS sizing | 0 |
| Clock-pin slew on the worst setup and hold paths | 0.06 ns |
| DR pass1 iterations | 2 |
| Final hold violations | 0 |
| Quantity of hold-fixing buffers added after cts | 0 |
| Worst-Margin Slew | 0.397 ns |
| Largest net degree at the start of global routing | 19 |
| Max-cap violations | 0 |
| Latency at later pin | 0.24 ns |
| DRC viols | 0 |
| Synth Seq Share | 53.8% |
| Avg Inst Size Synth | 11.1 um2 |
| Vias | 437 |
| Number of routed nets with antenna violations | 0 |
| DR vias/cell | 3.64 |
| Yosys synthesis chip area | 633 um2 |
| Logic pwr share | 7.2% |
| Ys async rst share | 0% |
| Most common cell in the netlist | dfxtp_1 |
| Initial antenna violation count | 0 |
| Ys flops | 17 |
| Post-Syn Instances | 57 |
| Worst Hold Class | reg2reg |
| Top delay family on crit path | buffers and inverters |
| # Post-CTS Setup Buffers | 0 |
| Clock share of power | 38.1% |
| Flop pwr share | 54.7% |
| VDD IR max | 0.419 mV |
| Synth warnings | 1 |
| Distinct lib cells | 22 |
| Period minus WS final | 1.37 ns |
| Buf+Inv Stages, Crit Path | 1 |
| Power Total | 0.000807 W |
| Cts bufs inserted | 3 |
| Combinational gate area | 273 um2 |
| WL final | 1.13 mm |
| Setup TNS | 0 ns |
| Arrival time of the worst setup path | 1.05 ns |
| Port buffer count | 12 |
| Core area | 0.00369 mm2 |
| EDFF count, synth | 0 |
| PwrDens | 928 mW/mm2 |
| Clock sinks | 17 |
| Global-route wire length before repair | 1.97 mm |
| # rows | 22 |
| Sw power | 0.000162 W |
| RSZ-0062 raised after global routing | false |
| Met1 wire length | 489 um |
-- cell families after synthesis --
family	share of synthesized area (%)
XOR/XNOR	1.38
flip-flops	53.8
adder cells (fa/ha/maj)	1.98
multiplexers	12.6
AND-OR/OR-AND	3.36
buffers and inverters	3.16
AND/OR/NAND/NOR	23.7
-- metrics by stage --
step                hold WS, ns  worst slack, ns  instances
detailed placement        0.466            0.164        116
floorplan                 0.399            0.475         57
global placement          0.447            0.184        116
CTS                       0.475            0.197        120
finish                    0.467            0.227        120
global route              0.496            0.153        120
-- final timing paths --
| path | start | end | slack, ns | cells past startpoint |
|---|---|---|---|---|
| min reg2reg | rx_data_valid | rx_data_valid | 0.47 | 2 |
| max reg2reg | state[0] | state[0] | 0.35 | 2 |
| min | rx_data_valid | rx_data_valid | 0.47 | 2 |
| max | rx_data_valid | rx_data_valid | 0.23 | 1 |
-- flip-flops by register name (all words and copies together) (netlist names) --
| name | flops |
|---|---|
| counter | 3 |
| rx_error | 1 |
| shift | 8 |
| rx_data_valid | 1 |
| state | 4 |
-- cells in the final DEF (no fill, tap or decap), types with 2 or more instances in the layout --
cell type and n:
dfxtp_1 17, clkdlybuf4s50_1 12, nand2b_1 10, mux2i_1 8, clkbuf_8 3, nor2_1 2, nor3_1 2, nor3_2 2
-- power by group through the flow --
| stage | sequential [W] | combinational (W) | clock (W) |
|---|---|---|---|
| 4_1_cts | 0.000441 | 0.0000601 | 0.000323 |
| 5_1_grt | 0.000442 | 0.0000646 | 0.000346 |
| 6_report | 0.000441 | 0.0000583 | 0.000307 |
-- cell type report --
type | instances | share of cell area [%]
Timing Repair Buffer | 14 | 17.0
Inverter | 1 | 0.432
Multi-Input combinational cell | 36 | 31.4
Clock buffer | 4 | 5.18
Sequential cell | 17 | 39.1
Tap cell | 48 | 6.91
-- metal layers --
metal  track usage, %  vias to the layer above
met5                0                        -
met1             4.31                      201
li1                 -                      224
met3             2.31                        2
met2             5.56                       10
met4            0.680                        0
No activity file was given, so power comes from the tool's default toggle rates.
