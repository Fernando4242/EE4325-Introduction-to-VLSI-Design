==> ./design.v <==
module uart_rx_fsm(
    input clk,
    input reset,
    input rx_bit_done,
    input byte_done,
    input parity_done,
    output reg [2:0] out_state   
);
    parameter IDLE   = 3'b000;
    parameter START  = 3'b001;
    parameter DATA   = 3'b010;
    parameter PARITY = 3'b100;
    parameter STOP   = 3'b101;
    reg [2:0] current_state, next_state;
    always @(posedge clk or posedge reset) begin
        if (reset) begin
            current_state <= IDLE;   
        end else begin
            current_state <= next_state;   
        end
    end
    always @(*) begin
        case (current_state)
            IDLE: begin
                if (rx_bit_done) next_state = START;   
                else next_state = IDLE;   
            end
            START: begin
                if (rx_bit_done) next_state = DATA;   
                else next_state = START;   
            end
            DATA: begin
                if (byte_done) next_state = PARITY;   
                else next_state = DATA;   
            end
            PARITY: begin
                if (parity_done) next_state = STOP;   
                else next_state = PARITY;   
            end
            STOP: begin
                if (rx_bit_done) next_state = IDLE;   
                else next_state = STOP;   
            end
            default: next_state = IDLE;   
        endcase
    end
    always @(*) begin
        out_state = next_state;   
    end
endmodule
==> ./run.sh <==
#!/bin/bash
# OpenROAD 26Q1-2900-gdf79404cd8, Yosys 0.63+post, stock flow scripts
make -C /OpenROAD-flow-scripts/flow DESIGN_CONFIG=/design/flow/config.mk WORK_HOME=/design/flow/orfs finish
==> ./config.mk <==
export PLATFORM = sky130hd
export DESIGN_NAME = uart_rx_fsm
export DESIGN_NICKNAME = uart_rx_fsm
export VERILOG_FILES = /design/flow/design.v
export SDC_FILE = /design/flow/constraint.sdc
export NUM_CORES = 4
export LEC_CHECK = 1
export CORE_AREA = 10 10 70 70
export DIE_AREA = 0 0 80 80
==> ./constraint.sdc <==
current_design uart_rx_fsm

set clk_period 1.3
set clk_io_pct 0.2

create_clock -name clk0 -period $clk_period [get_ports {clk}]

set non_clock_inputs [all_inputs -no_clocks]
set_input_delay [expr $clk_period * $clk_io_pct] -clock clk0 $non_clock_inputs
set_output_delay [expr $clk_period * $clk_io_pct] -clock clk0 [all_outputs]
==> changes_impl.md <==
## Flow update

- IO Port Bufs: 7
- CTS tree: built
- Stage-log warning count: 27
- DRT iter0 DRCs: 2
- Setup ws final: -0.337 ns
- Synth Seq Share: 0.472
- Critical path's top delay family: simple AND/OR/NAND/NOR gates
- Worst-path clk slew: 0.04 ns
- Core area: 3420 um^2
- YS warnings: 1
- Vias per cell: 2.14
- Share of layout cells above drive strength 1: 0.433
- DRT Pass-1 Iters: 2
- Max capacitance violation total: 0
- Biggest regs: current_state (3)
- DRC: 0
- Worst stage delay on the critical path: 0.39 ns
- Number of antenna repair diodes: 0
- Top reg by flops: current_state
- Status: finished, violations left
- RSZ-0062 raised after global routing: yes
- Layout Skew: 0.00245 ns
- Cycle use final: 1.26
- Hold_buf cts: 0
- GP Congestion: 0.770
- Worst VDD drop: 0.000286 V
- Minimum clock period: 1.64 ns
- Final TNS setup: -0.800 ns
- Hold crit path type: input pin to async pin
- Die Width: 80 um
- Post-DP Area: 309 um^2
- Final WL: 537 um
- Die area: 6400 um^2
- Synth cell types: 11
- WL per Instance: 7.07 um
- P per Cell Area: 1810 nW/um^2
- CP bufs+invs: 2
- Post-route cell area: 340 um^2
- Clk latency of the worst-skew pair: 0.23 ns
- Total number of vias: 163
- Hpwl dp: 437 um
- # fillers: 405
- Failing checks: negative setup slack
- Vias in the first global route: 199
- Num CTS Buffers: 3
- Max_slew headroom: 0.863
- Final Total Pwr: 615 uW
- Die height: 80 um
- Clk sinks: 3
- Pins Over Slew Limit: 0
- I/O pin cnt: 8
- Worst setup SP type: flip-flop
- Root Driver: clkbuf_4
- WP data required: 1.04 ns
- Critical path arrival: 1.38 ns
- Area added between synthesis and finish: 114%
- Final setup fails: 3
- Leakage Power: 0.142 nW
- H-tree depth: 1
- Worst Path Max Fanout: 4
- FP Util: 0.0465
- Avg Synthesized Cell Area: 11.4 um^2
- Fin. Hold Viols: 0
- CP max-delay cell: dfrtp_1
- Synthesized registers: 3
- Largest net degree at the start of global routing: 5
- Instance count of the mapped netlist: 14
- Global-route wire length before repair: 883 um
- Total track usage: 0.0176
- Overflow after GRT: 0
- Critical Path End Type: output port
- Final ANT Viol Nets: 0
- CP Cell Sequence: buf_6 > nor3b_1 > or3_1 > buf_2
- Cell row count: 21
- Yosys Instances: 14
- Post-Syn Area: 159 um^2
- Measured slew at the worst slew-check pin: 0.203 ns
- Core Util, Final: 0.0996
- Yosys synthesis chip area: 159 um^2
- Most instantiated logic cells after routing: clkbuf_4, dfrtp_1, buf_2, buf_4
- Clock buffer depth: 2
- Setup CP Type: flip-flop to output port
- Fmax: 611 MHz
- Max FFs per register: 3
- Initial antenna violation count: 0
## worst register-to-register path, delay by kind of cell (launching register included)
family	cells	cell delay, ns
buffers and inverters	1	0.13
flip-flops	1	0.39
AND/OR/NAND/NOR	2	0.50
## kinds of logic (layout without fill, tap and decap cells)
kind of cell / after synthesis / count (layout) / share of synthesized area
AND/OR/NAND/NOR: 6 / 6 / 0.299
buffers and inverters: 1 / 17 / 0.0236
multiplexers: 1 / 1 / 0.0709
flip-flops: 3 / 3 / 0.472
AND-OR/OR-AND: 3 / 3 / 0.134
## synth_stat cells
cell	count	area share
o21a_1	1	0.047
nor4bb_1	1	0.063
nor3b_1	2	0.094
inv_1	1	0.024
mux2_2	1	0.071
a21oi_1	1	0.031
nand3b_1	1	0.047
or3_1	1	0.039
or3b_1	1	0.055
dfrtp_1	3	0.47
a21oi_2	1	0.055
## where the power goes
| group | internal (mW) | switching, mW | total [mW] | leakage, nW |
|---|---|---|---|---|
| clock network | 0.115 | 0.0476 | 0.163 | 0.0150 |
| logic | 0.188 | 0.101 | 0.289 | 0.0884 |
| registers | 0.135 | 0.0288 | 0.164 | 0.0382 |
## final timing paths
| path | from | to | slack (ns) | cells after the start |
|---|---|---|---|---|
| setup reg to reg | current_state[2] | current_state[2] | 0.15 | 3 |
| hold / removal | reset | current_state[2] | 0.20 | 2 |
| setup / recovery | current_state[2] | out_state[2] | -0.34 | 4 |
| min in group clk0 | byte_done | current_state[1] | 0.46 | 3 |
| hold reg to reg | current_state[0] | current_state[1] | 0.57 | 2 |
| max in group asynchronous | reset | current_state[0] | 0.97 | 2 |
## layer usage
metal / wire length (um) / GRT usage
met1: 154 / 0.0120
met2: 372 / 0.0377
met3: 11 / 0.00682
met4: 0 / 0.00880
met5: 0 / 0
## through the flow
step	hold WS, ns	setup WS (ns)	cells
final	0.197	-0.337	76
after floorplan	0.0136	0.151	14
after global placement	0.431	-0.640	70
after detailed placement	0.445	-0.646	70
after CTS	0.193	-0.354	76
after global routing	0.189	-0.400	76
## area by class of cell
type | instances | area, um^2 | area share
timing repair buffer | 12 | 97.6 | 0.287
multi-input combinational | 10 | 80.1 | 0.235
sequential | 3 | 75.1 | 0.221
tap | 46 | 57.6 | 0.169
clock buffer | 4 | 26.3 | 0.0772
inverter | 1 | 3.75 | 0.0110
## what timing repair did
| action | 4_1_cts | 5_1_grt |
|---|---|---|
| resized | 13 | 0 |
| setup endpoints to repair | 3 | 3 |
| gates cloned | 0 | 0 |
| pin swaps | 5 | 2 |
| buffers inserted | 2 | 0 |
Power and IR drop assume default switching activity.
